--- flow/config.mk ---
export PLATFORM = sky130hd
export DESIGN_NAME = adder
export DESIGN_NICKNAME = adder
export VERILOG_FILES = /design/flow/design.v
export SDC_FILE = /design/flow/constraint.sdc
export NUM_CORES = 4
export LEC_CHECK = 1
export CORE_AREA = 10 10 95 95
export DIE_AREA = 0 0 105 105
--- flow/constraint.sdc ---
current_design adder

set clk_period 15.7
set clk_io_pct 0.2

create_clock -name clk0 -period $clk_period

set non_clock_inputs [all_inputs -no_clocks]
set_input_delay [expr $clk_period * $clk_io_pct] -clock clk0 $non_clock_inputs
set_output_delay [expr $clk_period * $clk_io_pct] -clock clk0 [all_outputs]
--- flow/design.v ---
module adder (
    a,
    b,
    r,
    c
);
    input [31:0] a;
    input [31:0] b;
    output [31:0] r;
    output c;
    wire [32:0] tmp;
    assign tmp = {1'b0, a} + {1'b0, b};
    assign r = tmp[31:0];
    assign c = tmp[32];
endmodule
--- flow/run.sh ---
#!/bin/bash
# OpenROAD 26Q1-2900-gdf79404cd8, Yosys 0.63+post, stock flow scripts
make -C /OpenROAD-flow-scripts/flow DESIGN_CONFIG=/design/flow/config.mk WORK_HOME=/design/flow/orfs finish
==> flow_summary.yaml <==
# generated from flow reports
synth:
  synth_area_um2: 1930
  avgSynthCellArea_um2: 7.08
  top_cell_area_share_pct: 20.8
  synthDistinctLibCells: 55
  adder_share_pct: 21.8
  synthCells: 272
  yosysTopAreaCell: "ha_1"
  ys_sh_xor_pct: 12.3
  synth_warnings: 0
  synthSimpleGateAreaFrac_pct: 21.6
  logic_family: "AND-OR/OR-AND gates"
  mux_area_share_pct: 1.04
  top_cells_by_area: "ha_1 (21%), a21oi_1 (9.9%), xnor2_1 (7.7%)"
  yosysChipArea_um2: 1930
  ys_sh_aoi_pct: 39.5
  yosys-stat-cells: 272
  ys_seq_share_pct: 0
die:
  die_w_um: 105
  fp_util_pct: 27.9
  rows: 30
  die_area_um2: 11000
  io_pins: 97
  fp.coreArea_um2: 6910
  die_h_um: 105
setup_path:
  path_cells: "clkdlybuf4s50_1, ha_1, fa_1, a211oi_1, o211ai_1, a21oi_1, nor3_1, or2_2, o211a_1, clkdlybuf4s50_1"
  slowest_stage: "fa_1"
  criticalPathCategory: "input port to output pin"
  cp-start-kind: "input port"
  critPathMaxFanout: 3
  end_kind: "output pin"
  cp_common_cell: "clkdlybuf4s50_1"
  slowest_delay_ns: 0.43
  arrival_ns: 6.06
  worstPathRequired_ns: 12.56
final_timing:
  max_freq_ghz: 0.109
  tightestPinTransition_ns: 0.474
  hold_viol: 0
  fin_crit_sh_pct: 58.6
  rsz0062_at_grt: "no"
  fin_setup_tns_ns: 0
  slew_viol_final: 0
  timing.hold.ws_ns: 7.31
  finalSetupViolations: 0
  slew_headroom_pct: 68.3
  fin_crit_ns: 9.20
detailed_routing:
  wire_per_inst_um: 14.9
  drc_errors: 0
  drtPass1Iterations: 4
  wirelength_mm: 6.80
  vias_per_cell: 5.04
  antenna_left: 0
  dr.first_iter.drc_count: 56
  antenna_cells: 0
  vias: 2300
finish:
  register_area_um2: 0
  n_fill_cell: 726
  n_clock_buffer: 0
  utilization_pct: 43.1
  comb_area_um2: 1850
  seq_cells: 0
  drive_gt1_share_pct: 4.17
  syn2layout_area_growth_pct: 54.4
global_route:
  grtUsageTotal_pct: 11.9
  grt_overflow: 0
  grt_pass1_wl_mm: 11.4
  antenna_found_initial: 0
  grt_max_degree: 12
  grt_pass1_vias: 2335
status:
  outcome: "completed"
power_and_ir_drop:
  powerDensity_nw_per_um2: 45.3
  ir_worst_vdd_mv: 0.0209
  power_leakage_nw: 1.21
  total_power_mw: 0.135
placement:
  portBuffers: 97
  dp_hpwl_mm: 6.03
  gp_routability_congestion: 0.846
worst_hold_path:
  hold_path.class: "input port to output pin"
clocking:
  cts_hold_buf: 0
  cts_setup_buffers: 0
  cts_resized: 0
run:
  warning_count: 32
  cap_viol_max_count: 0
[report_power, final]
part / switching (mW) / leakage (nW) / internal, mW
registers: 0 / 0 / 0
clock network: 0 / 0 / 0
logic: 0.0561 / 1.21 / 0.0788
[worst max-delay path: cells and delay by family]
kind	cells	cell delay (ns)
fa+ha+maj	2	0.65
compound gates	4	1.00
buf+inv	2	0.80
simple gates	2	0.45
[layout make-up]
class	count	area share [%]
well taps	96	4.04
repair buffers	97	32.6
inverters	8	1.01
multi-input cells	255	62.3
[stage by stage]
step                      std cells  worst slack [ns]  area, µm²
final                           456              6.50       2980
after global routing            456              6.31       2980
after CTS                       456              6.48       2980
after detailed placement        456              6.49       2980
after global placement          456              6.51       2980
after floorplan                 272              7.65       1930
[cell usage in the layout (no fill, tap or decap), types with 2 or more instances in the layout]
| cell type | count |
|---|---|
| o21a_1 | 2 |
| nand3_1 | 12 |
| xor2_1 | 10 |
| a21oi_1 | 38 |
| nand4_1 | 2 |
| nor3_1 | 6 |
| nand2_1 | 22 |
| inv_1 | 8 |
| mux2i_1 | 2 |
| nor2_1 | 19 |
| o31ai_1 | 3 |
| o2111ai_1 | 2 |
| or2_2 | 2 |
| and2_1 | 3 |
| a31oi_1 | 5 |
| xnor2_1 | 17 |
| ha_1 | 32 |
| o21ai_0 | 15 |
| a21o_1 | 14 |
| and3_1 | 5 |
| o211ai_1 | 5 |
| clkdlybuf4s50_1 | 97 |
| a211oi_1 | 8 |
| o31a_2 | 2 |
[routing by layer]
layer	vias to the layer above	global-route usage [%]	wire, µm
li1	1225	-	-
met1	998	16.6	3440
met2	77	19.9	2980
met3	0	1.99	377
met4	0	0	0
met5	-	0	0
[cells in the mapped netlist, drive strengths merged, types with 6 or more instances]
| master | n |
|---|---|
| a21oi | 39 |
| ha | 32 |
| nand2 | 22 |
| nor2 | 19 |
| xnor2 | 17 |
| o21ai | 15 |
| a21o | 14 |
| nand3 | 12 |
| xor2 | 10 |
| a211oi | 8 |
| inv | 8 |
| clkbuf | 7 |
| and3 | 6 |
| nor3 | 6 |
| o211ai | 6 |
[worst paths after layout]
kind	cells after the start	slack (ns)	startpoint	to
max	10	6.50	a[0]	r[28]
min	3	7.31	b[0]	r[0]
[cell families after synthesis]
kind of cell	Yosys count
AND-OR/OR-AND	111
XOR/XNOR	27
adder cells (fa/ha/maj)	33
buffers and inverters	17
multiplexers	2
AND/OR/NAND/NOR	82
Power figures rest on the tool's default switching activity, not on a simulated workload.
