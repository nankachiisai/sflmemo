[flow/run.sh]
#!/bin/bash
# OpenROAD 26Q1-2900-gdf79404cd8, Yosys 0.63+post, stock flow scripts
make -C /OpenROAD-flow-scripts/flow DESIGN_CONFIG=/design/flow/config.mk WORK_HOME=/design/flow/orfs finish
[flow/config.mk]
export PLATFORM = sky130hd
export DESIGN_NAME = counter
export DESIGN_NICKNAME = counter
export VERILOG_FILES = /design/flow/design.v
export SDC_FILE = /design/flow/constraint.sdc
export NUM_CORES = 4
export LEC_CHECK = 1
export CORE_AREA = 10 10 101 101
export DIE_AREA = 0 0 111 111
[flow/constraint.sdc]
current_design counter

set clk_period 4.4
set clk_io_pct 0.2

create_clock -name clk0 -period $clk_period [get_ports {clock}]

set non_clock_inputs [all_inputs -no_clocks]
set_input_delay [expr $clk_period * $clk_io_pct] -clock clk0 $non_clock_inputs
set_output_delay [expr $clk_period * $clk_io_pct] -clock clk0 [all_outputs]
[flow/design.v]
module counter (
    clock,
    reset,
    value
);
    input clock;
    input reset;
    output [31:0] value;
    reg [31:0] r_count;
    always @(posedge clock or posedge reset) begin
        if (reset) r_count <= 0;
        else r_count <= r_count + 1;
    end
    assign value = r_count;
endmodule
==> impl_metrics.yaml <==
# flow metrics
yosys:
  netlist.area_leader.share_pct: 53.8
  ff_type: "dfrtp_1"
  synthArstFlopShare_pct: 100
  netlist.top_cell.by_area: "dfrtp_1"
  topCellsByArea: "dfrtp_1 (54%), xor2_1 (11%), xnor2_1 (6.5%)"
  seq_area_frac_synth_pct: 53.8
  ys_cells: 129
  synth_area_um2: 1490
  ys_warn_count: 1
  synthCells: 129
  edf_count: 0
  yosysUniqueCellTypes: 21
  top_cells_by_count: "dfrtp_1 (32), xor2_1 (19), xnor2_1 (11)"
  ys_area_um2: 1490
  yosysMostFrequentCell: "dfrtp_1"
  syn_area_per_cell_um2: 11.5
  synth_flop_count: 32
run:
  warning_count: 25
  cap_violations: 0
drt:
  top_layer: "met4"
  dr.pass1.iters: 4
  dr_wl_met2_mm: 1.50
  drt-met1-wl_mm: 1.64
  wl_met3_um: 314
  vias_per_cell: 4.00
  drt-total-wl_mm: 3.47
  ant_nets: 0
  avgRoutedWirePerCell_um: 12.8
  n_antenna_cell: 0
  drtIter0Drc: 32
  drc: 0
  route.vias.total: 1084
floorplan:
  die-area_um2: 12300
  ios: 34
  core_um2: 8130
  fp.dieH_um: 111
  fp-utilization_pct: 18.3
  die_x_um: 111
  rows: 33
timing:
  skew_ps: 3.46
  max_freq_ghz: 0.462
  fin_crit_ps: 2160
  hold_viol: 0
  drv_slew: 0
  setup_viol_count_final: 0
  setup_tns_ps: 0
  fin_crit_sh_pct: 49.1
  relSlewSlack_pct: 65.7
  rsz0062_at_grt: "false"
  worst_slew_pin_slew_ps: 513
cts:
  ctsHoldBuffers: 0
  cts_max_level: 2
  cts_made_buffers: 5
  clk_pin_slew_worst_paths_ps: 70
  root_buffer: "clkbuf_8"
  post-cts-setup-buffer-count: 0
  insertion_delay_ps: 270
  clock_sinks: 32
  clockBufferDepth: 2
  post_cts_resized: 0
  cts_tree: "yes"
pwr:
  power.leakage_uw: 0.000886
  power.total_uw: 545
  vdd_drop_max_mv: 0.104
  power_density_nw_per_um2: 268
grt:
  overflow: 0
  grt_pass1_wl_mm: 5.84
  grt_max_degree: 33
  grt_pass1_vias: 1077
  antenna_found_initial: 0
  track_usage_pct: 5.68
worst_setup_path:
  cp.buffers_inverters: 1
  worst_setup_path_start_kind: "register"
  critPathRequiredTime_ps: 3520
  worstPathMaxFanout: 5
  crit_arrival_ps: 1280
  timing_worst_setup_path_type: "register to primary output"
  path_cells: "clkdlybuf4s50_1"
  critPathCaptureType: "primary output"
  crit_slowest_cell: "clkdlybuf4s50_1"
  max_stage_delay_ps: 530
  crit_family: "buffers and inverters"
min_path:
  hold_path.class: "register to register"
placed_design:
  dpl.hpwl_mm: 2.53
  portBuffers: 33
  place_area_um2: 1940
  gp_congestion: 0.775
  dp_cells: 264
outcome:
  status: "finished clean"
layout:
  largest_reg_flops: 32
  largest-register: "r_count"
  instances_no_fill: 271
  fin_area_um2: 2030
  fillers: 863
  final_util_pct: 25.0
  syn_to_final_growth_pct: 36.5
  reg_top3: "r_count x32"
  drive_above_1_share_pct: 9.64
-- worst paths after layout --
check | endpoint | cells after the start | slack, ps | from
max | value[21] | 1 | 2240 | r_count[21]$_DFF_PP0_
min | r_count[31]$_DFF_PP0_ | 1 | 470 | r_count[31]$_DFF_PP0_
max reg2reg | r_count[28]$_DFF_PP0_ | 5 | 2600 | r_count[0]$_DFF_PP0_
min reg2reg | r_count[31]$_DFF_PP0_ | 1 | 470 | r_count[31]$_DFF_PP0_
max in group asynchronous | r_count[10]$_DFF_PP0_ | 3 | 3100 | reset
min in group asynchronous | r_count[20]$_DFF_PP0_ | 3 | 1000 | reset
-- through the flow --
step,hold slack (ps),setup slack (ps)
floorplan,420,2830
global placement,460,2540
detailed placement,463,2520
CTS,473,2210
global route,490,2160
finish,468,2240
-- metal layers --
layer,vias up,GRT usage (%)
met5,-,0
met4,0,0.521
met3,2,2.63
met2,31,7.86
met1,531,8.17
li1,520,-
-- power by group --
group / internal [µW] / total (µW) / switching, µW
logic: 1.42 / 7.31 / 5.88
clock network: 139 / 244 / 105
registers: 294 / 294 / 0
-- placed cells by master (no fill, tap or decap), drive strengths merged --
cell type,n
nor3b,1
buf,1
nand4,4
nand3,13
nand2,10
xor2,19
dfrtp,32
inv,5
nor3,4
clkbuf,7
ha,1
and4,5
clkdlybuf4s50,33
nor2b,1
and3,5
nor2,4
xnor2,11
nor4,10
-- kinds of logic (layout without fill, tap and decap cells) --
logic type / count (synthesis) / after routing / synth area share (%)
xor gates and xnor gates: 30 / 30 / 17.6
adders and majority gates: 1 / 1 / 0.840
buffers and inverters: 9 / 46 / 2.77
DFF: 32 / 32 / 53.8
and+or+nand+nor: 57 / 57 / 25.0
-- final cells by class --
| cell class | count | area [µm²] | share of cell area, % |
|---|---|---|---|
| well taps | 105 | 131 | 6.47 |
| multi-input cells | 88 | 647 | 31.8 |
| flip-flops and latches | 32 | 801 | 39.4 |
| repair buffers | 34 | 338 | 16.6 |
| clock buffers | 7 | 96.3 | 4.74 |
| inverters | 5 | 18.8 | 0.924 |
Power is estimated from default activity; no workload was simulated.
